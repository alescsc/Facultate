**/design/flow/design.v**
```verilog
module clk_div(input clk, rst,
output clk_div);
reg clk_div_next, clk_div_reg;
reg[24:0] cnt_reg, cnt_next;
always@(posedge clk or negedge rst)
begin
if (rst == 0)
begin
cnt_reg <= 0;
clk_div_reg <= 0;
end
else
begin
cnt_reg <= cnt_next;
clk_div_reg <= clk_div_next;
end
end
always@(cnt_reg,clk_div_reg)
begin
if(cnt_reg == 25000000)
begin
cnt_next = 0;
clk_div_next = ~clk_div_reg;
end
else
begin
cnt_next = cnt_reg + 1;
clk_div_next = clk_div_reg;
end
end
assign clk_div = clk_div_reg;
endmodule
module hex(input [3:0] c, output reg [6:0] hex);
always @(*) begin
case(c)
4'h0: hex = 7'b1000000;
4'h1: hex = 7'b1111001;
4'h2: hex = 7'b0100100;
4'h3: hex = 7'b0110000;
4'h4: hex = 7'b0011001;
4'h5: hex = 7'b0010010;
4'h6: hex = 7'b0000010;
4'h7: hex = 7'b1111000;
4'h8: hex = 7'b0000000;
4'h9: hex = 7'b0010000;
4'hA: hex = 7'b0001000;
4'hB: hex = 7'b0000011;
4'hC: hex = 7'b1000110;
4'hD: hex = 7'b0100001;
4'hE: hex = 7'b0000110;
4'hF: hex = 7'b0001110;
default: hex = 7'b1111111; 
endcase
end
endmodule
module time_mng(input clk, rst,
		input [1:0] cmd,
		output [1:0] state,
		output [5:0] min, sec);
reg [1:0] state_reg, state_next;
reg [5:0] sec_reg, sec_next;
reg [5:0] min_reg, min_next;
always @(posedge clk or negedge rst)
begin
	if (rst == 0)
	begin
		state_reg <= 0;
		sec_reg <= 0;
		min_reg <= 0;
	end
	else
	begin
		state_reg <= state_next;
		sec_reg <= sec_next;
		min_reg <= min_next;
	end
end
always @(state_reg, cmd, sec_reg, min_reg)
begin
	sec_next = sec_reg;
	min_next = min_reg;
	state_next = state_reg;
case (state_reg)
	2'b00: begin
		if (cmd == 1) state_next = 2'b01;
		min_next = 0;
		sec_next = 0;
		end
	2'b01: begin
		sec_next = sec_reg + 1;
		if (sec_reg == 59)
		begin
			sec_next = 0;
			min_next = min_reg + 1;
		end	
		if (cmd == 2) state_next = 2'b10;
		if (cmd == 3) state_next = 2'b11;
		end
	2'b10: begin
		if (cmd == 1) state_next = 2'b01;
		if (cmd == 3) state_next = 2'b11;
		end
	2'b11: begin
		     state_next =2'b00;
		     end
endcase
end
assign state = state_reg;
assign sec = sec_reg;
assign min = min_reg;
endmodule
module top(input clk,
	input rst,
	input [1:0] cmd,
	output clk_div,
	output [1:0] state,
	output [6:0] hex1, hex2, hex3, hex4
);
wire [5:0] reg_min;
wire [5:0] reg_sec;
clk_div c(
	.clk(clk),
	.rst(rst),
	.clk_div(clk_div)
	);
time_mng t(
	.clk(clk_div),
	.rst(rst),
	.cmd(cmd),
	.min(reg_min),
	.sec(reg_sec),
	.state(state)
	);
hex h1(
	.c(reg_sec[3:0]),
	.hex(hex1)
	);
hex h2(
	.c({2'b0,reg_sec[5:4]}),
	.hex(hex2)
	);
hex h3(
	.c(reg_min[3:0]),
	.hex(hex3)
	);
hex h4(
	.c({2'b0,reg_min[5:4]}),
	.hex(hex4)
	);
endmodule
```
**/design/flow/config.mk**
```make
export PLATFORM = sky130hd
export DESIGN_NAME = top
export DESIGN_NICKNAME = top
export VERILOG_FILES = /design/flow/design.v
export SDC_FILE = /design/flow/constraint.sdc
export NUM_CORES = 4
export LEC_CHECK = 1
export CORE_UTILIZATION = 50
```
**/design/flow/run.sh**
```bash
#!/bin/bash
# OpenROAD 26Q1-2900-gdf79404cd8, Yosys 0.63+post, stock flow scripts
make -C /OpenROAD-flow-scripts/flow DESIGN_CONFIG=/design/flow/config.mk WORK_HOME=/design/flow/orfs finish
```
**/design/flow/constraint.sdc**
```tcl
current_design top

set clk_period 6.0
set clk_io_pct 0.2

create_clock -name clk0 -period $clk_period [get_ports {clk}]

set non_clock_inputs [all_inputs -no_clocks]
set_input_delay [expr $clk_period * $clk_io_pct] -clock clk0 $non_clock_inputs
set_output_delay [expr $clk_period * $clk_io_pct] -clock clk0 [all_outputs]
```
==> impl_metrics.yaml <==
# flow metrics
pwr:
  internal-power_mw: 0.236
  swShare_pct: 19.4
  combPwrFrac_pct: 2.8
  vdd_drop_max_mv: 0.158
  p_clk_share_pct: 37.3
  p_seq_share_pct: 59.8
  powerDensity_nw_per_um2: 95.2
  p_leak_nw: 1.27
  p_sw_mw: 0.0567
global_route:
  antenna_found_initial: 0
  grt_max_degree: 41
  grt_pass1_vias: 1952
  grt_pass1_wl_um: 8740
  grtUsageTotal_pct: 18.5
  grt_overflow: 0
final_timing:
  hold_viol_final: 0
  finalMaxSlewViolations: 0
  untimed_endpoints: 42
  fin_setup_tns_ns: 0
  slew_headroom_pct: 50.1
  clock.fmax_mhz: 378
  fin_crit_ns: 2.65
  period_used_pct: 44.1
  hold_slack_ns: 0.504
  grt_setup_unrepaired: "false"
  max_slew.worst_pin.slew_ns: 0.745
  setup_ws_ns: 3.35
  clock_skew_ns: 0.00244
  setup_violations: 0
  unclocked_pins: 14
floorplanning:
  io_pins: 35
  core_area_sq_um: 5200
  rows: 26
  die_y_um: 76.1
  fp.dieW_um: 76.1
  fp_util_pct: 52.8
  die-area_sq_um: 5790
worst_setup_path:
  r2r_setup_slack_ns: 4.06
  slowest_stage: "dfrtp_1"
  crit_chain: "clkdlybuf4s50_1"
  crit_path_end: "clk_div"
  end_kind: "primary output"
  reg2reg_to: "c.cnt_reg[18]"
  cp.depth: 1
  crit_type: "flop to primary output"
  reg2reg_from: "c.cnt_reg[15]"
  crit_buf_inv: 1
  cp-startpoint: "c.clk_div_reg"
  ff2ff_path_depth: 4
  path_delay_family: "flip-flops"
  crit_path_max_fanout: 16
  required_ns: 4.80
  worstPathArrival_ns: 1.45
  max_stage_delay_ns: 0.64
  startpoint_type: "flop"
route:
  drc: 0
  drt_pass1_iterations: 4
  via_per_inst: 5.48
  wl_um: 4920
  vias: 2122
  first_iter_violations: 88
  wl_per_cell_um: 12.7
  ant_nets: 0
  antenna_cells: 0
synthesis:
  yosysSeqAreaShare_pct: 36.4
  netlist_area_sq_um: 2750
  syn_avg_cell_area_sq_um: 9.09
  yosys-stat-area_sq_um: 2750
  yosysWarnings: 3
  synth_async_sr_flop_share_pct: 100
  syn_inst: 302
  ys_types: 54
  ys_cells: 302
  edf_count: 0
  ys.flops: 40
  ff_type: "dfrtp_1"
cts:
  cts_tree: "built"
  cts.htree.levels: 1
  cts_buffer_depth: 2
  clk_root_buffer_cell: "clkbuf_8"
  post_cts_resized: 0
  ctsHoldBuffers: 0
  cts_setup_buffers: 0
  clk_latency_ns: 0.26
  clkTransAtPathRegs_ns: 0.08
  numCtsBuffers: 3
outcome:
  status: "finished clean"
finish:
  stdcell_count: 387
  largest_reg_flops: 25
  area_delta_synth_final_pct: 11.8
  drive_above_1_share_pct: 8.52
place:
  dp_hpwl_um: 3490
  io_buffers: 32
  place_congestion: 0.781
  pre_cts_ws_ns: 3.62
  dp_cells: 383
job:
  warnings: 37
  drv_cap: 0
worst_hold_path:
  hp-class: "flop to flop"
routing by layer:
metal	vias up	track usage, %	wire, um
met3	6	1.22	124
met5	-	0	0
met1	981	28.3	2410
met4	0	2.69	61
li1	1093	-	-
met2	42	31.1	2330
power by group through the flow:
stage	clock, mW	sequential (mW)	combinational [mW]
final	0.109	0.175	0.00830
after global routing	0.121	0.175	0.0102
after CTS	0.114	0.175	0.00901
synth_stat cells, drive strengths merged (4+ instances only):
library cell  count  area, sq um
o21ai            21          105
nor4             11          124
nand3            11         60.1
and3              4         25.0
buf              12         97.6
nor2b             6         37.5
xor2              8         70.1
dfrtp            40         1000
inv              12         45.0
and4              7         61.3
clkbuf           10         37.5
xnor2            10         87.6
nor2             34          128
o31ai             4         30.0
nand2            31          116
nor3              7         56.3
ha               14          175
mux2i             8         80.1
a21oi             9         45.0
nand4             9         83.8
kinds of logic after synthesis:
logic type / count (synthesis) / synth area share, %
AOI/OAI and AO/OA: 50 / 11.3
buffers and inverters: 35 / 6.92
adders and majority gates: 14 / 6.38
muxes: 10 / 4.15
other: 1 / 0.137
xor gates and xnor gates: 18 / 5.74
and+or+nand+nor: 134 / 29.0
DFF: 40 / 36.4
cell type report:
class / instances / area [sq um]
clock buffers: 4 / 55.1
flip-flops and latches: 40 / 1000
repair buffers: 33 / 323
inverters: 12 / 45.0
well taps: 70 / 87.6
multi-input cells: 228 / 1560
fillers: 468 / 2130
per-stage QoR:
stage / area [sq um] / util (%) / power [mW]
6_report: 3070 / 59.0 / 0.292
3_5_place_dp: 3020 / 57.9 / 0.187
5_1_grt: 3070 / 59.0 / 0.307
3_3_place_gp: 3020 / 57.9 / 0.187
2_1_floorplan: 2750 / - / 0.180
4_1_cts: 3070 / 59.0 / 0.298
worst min path at each step:
stage	depth (start not counted)	startpoint	end
after CTS	1	c.cnt_reg[0]	c.cnt_reg[0]
after global routing	1	c.cnt_reg[0]	c.cnt_reg[0]
final	1	c.cnt_reg[0]	c.cnt_reg[0]
cells in the final DEF (no fill, tap or decap), types with 7 or more instances in the layout:
master and count:
nor2_1 34, clkdlybuf4s50_1 31, and4_1 7, dfrtp_1 40
xor2_1 8, nand2_1 31, inv_1 12, o21ai_0 19
xnor2_1 10, ha_1 14, nand3_1 10, a21oi_1 9
mux2i_1 8
Power and IR drop assume default switching activity.
