### design/flow/run.sh
#!/bin/bash
# OpenROAD 26Q1-2900-gdf79404cd8, Yosys 0.63+post, stock flow scripts
make -C /OpenROAD-flow-scripts/flow DESIGN_CONFIG=/design/flow/config.mk WORK_HOME=/design/flow/orfs finish
### design/flow/config.mk
export PLATFORM = sky130hd
export DESIGN_NAME = count_seven
export DESIGN_NICKNAME = count_seven
export VERILOG_FILES = /design/flow/design.v
export SDC_FILE = /design/flow/constraint.sdc
export NUM_CORES = 4
export LEC_CHECK = 1
export CORE_AREA = 10 10 72 72
export DIE_AREA = 0 0 82 82
### design/flow/constraint.sdc
current_design count_seven

set clk_period 2.4
set clk_io_pct 0.2

create_clock -name clk0 -period $clk_period [get_ports {clk}]

set non_clock_inputs [all_inputs -no_clocks]
set_input_delay [expr $clk_period * $clk_io_pct] -clock clk0 $non_clock_inputs
set_output_delay [expr $clk_period * $clk_io_pct] -clock clk0 [all_outputs]
### design/flow/design.v
module count_seven(input clk, input rst, output reg [6:0]out);
wire [3:0]cnt_seven;
counter UUT1(.clk(clk), .rst(rst), .cnt(cnt_seven));
seven_seg_decoder UUT2(.in(cnt_seven), .seg(out));
endmodule
module counter(
	input clk,
	input rst,
	output reg [5:0] cnt);
always@(posedge clk or posedge rst)
	begin
	if(rst)
		cnt <= 6'b000000;
	else
		if(cnt == 33)
			cnt <= 6'b000000;
		else
			cnt <= cnt + 1;
	end
endmodule
module seven_seg_decoder(
	input [3:0]in,
	output reg [6:0]seg);
always@(in)
	begin
	case(in)
		4'b0000:seg = 7'b1000000;
		4'b0001:seg = 7'b1111001;
		4'b0010:seg = 7'b0100100;
		4'b0011:seg = 7'b0110000;
		4'b0100:seg = 7'b0111001;
		4'b0101:seg = 7'b0000010;
		4'b0110:seg = 7'b1111000;
		4'b0111:seg = 7'b0000000;
		4'b1000:seg = 7'b0000000;
		4'b1001:seg = 7'b0010000;
		4'b1010:seg = 7'b0001000;
		4'b1011:seg = 7'b0000011;
		4'b1100:seg = 7'b1000110;
		4'b1101:seg = 7'b0100001;
		4'b1110:seg = 7'b0000110;
		4'b1111:seg = 7'b0001110;
	endcase
end
endmodule
==> impl_metrics.json <==
{
  "vdd_drop_max_v": 0.000250,
  "dp_hpwl_um": 783,
  "synth.distinct_cells": 25,
  "place.port_buffers": 8,
  "worst-endpoint-required_ns": 1.92,
  "yosys.area_share.adder_pct": 12.3,
  "slew_worst_pin_ns": 0.522,
  "ys.warnings.count": 3,
  "leakage_nw": 0.299,
  "fin_skew_ns": 0.00314,
  "worst-endpoint-arrival_ns": 1.83,
  "viasPerCell": 3.72,
  "number_of_global_route_vias_before_repair": 394,
  "ys_cells": 61,
  "overflow": 0,
  "synthToLayoutAreaGrowth_pct": 36.1,
  "global_route.usage.met3_pct": 1.10,
  "mux_share_pct": 6.14,
  "core_region_area_um2": 3690,
  "design.portCount": 9,
  "rows": 22,
  "cts_made_buffers": 3,
  "main_flop_type": "dfrtp_1",
  "drtIter0Drc": 17,
  "crit_path_max_incr_delay_ns": 0.51,
  "antenna_violations_before_repair": 0,
  "status": "finished, final reports clean",
  "critical_path.cell_chain": "inv_2, ha_1, nand2b_1, o21ai_0, o21ai_0, clkdlybuf4s50_1",
  "detail_route.drc_violations": 0,
  "top_register": "UUT1.cnt",
  "setup_viol": 0,
  "busiest_layer": "met2",
  "ys_seq_share_pct": 29.5,
  "detailedPlace.worstSlack_ns": 0.204,
  "netlist_area_um2": 509,
  "netlist_logic_family_top": "simple AND/OR/NAND/NOR gates",
  "drv.max_cap_violation_count": 0,
  "place.gp.congestion": 0.763,
  "min_delay_worst_type": "in2async",
  "largest_reg_flops": 6,
  "grt_usage_pct": 3.10,
  "pre_antenna_drt_iters": 4,
  "period_minus_slack_ns": 2.31,
  "asyncSetResetFlopFracSynth_pct": 100,
  "simple_gate_share_pct": 23.6,
  "post_synth_inst_count": 61,
  "yosysTopAreaCell": "dfrtp_1",
  "num_vias": 443,
  "timing.slew.headroom_pct": 65.2,
  "ys_sh_xor_pct": 3.44,
  "postRouteWirelength_mm": 1.03,
  "cellPowerDensity_nw_per_um2": 364,
  "total_inserted_antenna_cells": 0,
  "die_w_um": 82,
  "util_after_layout_pct": 18.8,
  "fp_util_pct": 13.8,
  "register_area_um2": 151,
  "netlist_top_cells_area": "dfrtp_1 29%, ha_1 12%, o21ai_0 6.9%",
  "yosysChipArea_um2": 509,
  "clk_slew_on_worst_s_h_paths_ns": 0.04,
  "route.antenna.remaining_nets": 0,
  "synth-seq-cells": 6,
  "synth_top_area_share_pct": 29.5,
  "syn_area_per_cell_um2": 8.35,
  "regToRegStartpoint": "UUT1.cnt[1]",
  "grt_pass1_wl_mm": 1.70,
  "fp.dieH_um": 82,
  "setup.worst_path.end_class": "primary output",
  "hold_viol": 0,
  "post_synth_edffs": 0,
  "max-clock-path-buffers": 2,
  "worstPathMaxFanout": 7,
  "openroad.warnings": 30,
  "insertion_delay_to_the_later_sink_of_the_worst_skew_pair_ns": 0.22,
  "post_synth_most_frequent_cells": "7 x o21ai_0, 6 x dfrtp_1, 5 x ha_1, 5 x nand2_1",
  "critPathLaunch": "UUT1.cnt[0]",
  "maxClockFrequency_mhz": 434,
  "synth.cellmix.compoundShare_pct": 16.5,
  "clock_sink_count": 6,
  "top_regs": "UUT1.cnt (6)",
  "h_tree_lvls": 1,
  "design.die.area_um2": 6720,
  "maximum_number_of_pins_on_one_net_before_global_route_repair": 20,
  "crit_type": "reg2out",
  "worst_path_max_delay_cell": "clkdlybuf4s50_1",
  "cts_tree": "done",
  "timing.final.max_slew_violations": 0,
  "routed_wire_length_per_instance_um": 8.64,
  "critical-path-top-cell-by-count": "o21ai_0",
  "yosysMostFrequentCell": "o21ai_0",
  "layout.filler_cells": 413,
  "post_route_cells_drive_above_1_share_pct": 16.9,
  "globalRouteMet2Util_pct": 5.02,
  "unrepaired_setup_endpoints_after_global_routing": "yes",
  "setup_slack_ns": 0.0934,
  "gr_util_met1_pct": 3.75,
  "final.period_utilization_pct": 96.1,
  "worst_setup_path_start_kind": "flip-flop",
  "root_driver": "clkbuf_8",
  "layout.area.comb_um2": 323
}
-- cell type report --
cell class | count | share of cell area [%]
multi-input combinational | 47 | 46.6
sequential | 6 | 21.8
timing repair buffer | 11 | 14.8
tap | 48 | 8.66
clock buffer | 3 | 5.96
inverter | 4 | 2.17
-- worst paths after layout --
path,to,slack [ns],cells past startpoint
setup / recovery,out[0],0.09,6
hold / removal,UUT1.cnt[5],0.49,2
setup reg to reg,UUT1.cnt[5],0.97,5
hold reg to reg,UUT1.cnt[4],0.51,1
max in group asynchronous,UUT1.cnt[0],1.70,2
min in group clk0,UUT1.cnt[4],0.51,1
-- critical path, delay by kind of cell (launching register included) --
kind	cells	cell delay, ns
adders and majority gates	1	0.19
DFF	1	0.44
and+or+nand+nor	1	0.13
AOI/OAI and AO/OA	2	0.25
buffers and inverters	2	0.60
-- report_power, final --
part / internal (mW) / switching [mW]
registers: 0.102 / 0
clock network: 0.107 / 0.0393
logic: 0.00153 / 0.00208
total: 0.211 / 0.0414
-- stage by stage --
step | instance area [um^2] | cells | hold WS, ns | setup TNS (ns) | power, mW
CTS | 678 | 118 | 0.494 | 0 | 0.258
floorplan | 509 | 61 | 0.271 | 0 | 0.105
global placement | 621 | 113 | 0.505 | 0 | 0.107
global route | 693 | 119 | 0.506 | -0.0676 | 0.265
finish | 693 | 119 | 0.486 | 0 | 0.252
detailed placement | 621 | 113 | 0.516 | 0 | 0.107
-- cells in the final DEF, fill, tap and decap left out --
cell type,netlist,routed
a21oi_1,4,4
and2_1,1,1
and4bb_2,1,1
buf_4,1,3
clkbuf_8,0,3
clkdlybuf4s50_1,0,8
dfrtp_1,6,5
dfrtp_2,0,1
ha_1,5,4
ha_2,0,1
inv_1,4,3
inv_2,0,1
mux2_2,1,1
mux2i_1,2,2
nand2_1,5,5
nand2b_1,1,1
nand3_1,4,4
nand4_1,1,1
nor2_1,4,4
nor2b_1,1,1
nor3_2,0,1
o211ai_1,2,2
o21a_1,1,1
o21ai_0,7,6
o21ai_1,0,1
o22ai_1,1,1
or2b_1,2,2
or3b_1,1,1
xnor2_1,2,2
-- layer usage --
layer	part of all wire [%]	up-vias
met4	3.5	0
met2	48	10
met5	0	-
li1	-	230
met3	4.4	2
met1	44	201
-- timing repair --
| action | in CTS | in global routing |
|---|---|---|
| pin swaps | 0 | 0 |
| endpoints found under the setup margin | 3 | 5 |
| hold buffers | 0 | 0 |
| buffers inserted | 2 | 1 |
| gates resized | 1 | 4 |
-- cells by family (layout without fill, tap and decap cells) --
| family | Yosys count | in the layout |
|---|---|---|
| AOI/OAI and AO/OA | 15 | 15 |
| xor gates and xnor gates | 2 | 2 |
| adders and majority gates | 5 | 5 |
| buffers and inverters | 8 | 18 |
| DFF | 6 | 6 |
| muxes | 3 | 3 |
| and+or+nand+nor | 22 | 22 |
Power and IR drop assume default switching activity.
