--- design.v ---
module cafea(input clk, input rst, input credit05, input credit10, input [1:0] coffee, output [2:0] current_state, output reg exprr, output reg expr_l, output reg capp);
reg [2:0] state_next, state_reg;
reg exprr_reg, exprr_next, expr_l_reg, expr_l_next, capp_reg, capp_next;
always @(posedge clk or posedge rst)
	begin
	if(rst)
		begin
			state_reg <= 0;
			exprr_reg <= 0;
			expr_l_reg <= 0;
			capp_reg <= 0;
		end
	else
		begin
			state_reg <= state_next;
			exprr_reg <= exprr_next;
			expr_l_reg <= expr_l_next;
			capp_reg <= capp_next;
		end
	end
always @(state_reg, coffee, credit05, credit10)
	begin
		state_next = state_reg;
		exprr_next = 0;
		expr_l_next = 0;
		cap_next = 0;
		case(state_reg)
			3'b000:begin
				state_next = 3'b000;
				exprr_next = 0;
				expr_l_next = 0;
				capp_next = 0;
				if(credit05)
					state_next = 3'b001;
				if(credit10)
					state_next = 3'b010;
			end
			3'b001:begin
				state_next = 3'b001;
				exprr_next = 0;
				expr_l_next = 0;
				capp_next = 0;
				if(credit05)
					state_next = 3'b010;
				if(credit10)
					state_next = 3'b011;
			end
			3'b010:begin
				state_next = 3'b010;
				exprr_next = 0;
				expr_l_next = 0;
				capp_next = 0;
				if(credit05)
					state_next = 3'b011;
				if(credit10)
					state_next = 3'b100;
			end
			3'b011:begin
				state_next = 3'b011;
				exprr_next = 0;
				expr_l_next = 0;
				capp_next = 0;
				if(credit05)
					state_next = 3'b100;
				if(credit10)
					state_next = 3'b100;
			end
			3'b100:begin
				state_next = 3'b100;
				if(coffee == 2'b01)
					state_next = 3'b101;
				if(coffee == 2'b10)
					state_next = 3'b110;
				if(coffee == 2'b11)
					state_next = 3'b111;
			end
			3'b101:begin
				state_next = 3'b101;
				exprr = 1;
				state_next = 3'b000;
			end
			3'b110:begin
				state_next = 3'b110;
				expr_l = 1;
				state_next = 3'b000;
			end
			3'b111:begin
				state_next = 3'b111;
				capp = 1;
				state_next = 3'b000;
			end
		endcase
	end
assign current_state = state_reg;
endmodule
--- run.sh ---
#!/bin/bash
# OpenROAD 26Q1-2900-gdf79404cd8, Yosys 0.63+post, stock flow scripts
make -C /OpenROAD-flow-scripts/flow DESIGN_CONFIG=/design/flow/config.mk WORK_HOME=/design/flow/orfs finish
--- config.mk ---
export PLATFORM = sky130hd
export DESIGN_NAME = cafea
export DESIGN_NICKNAME = cafea
export VERILOG_FILES = /design/flow/design.v
export SDC_FILE = /design/flow/constraint.sdc
export NUM_CORES = 4
export LEC_CHECK = 1
export CORE_AREA = 10 10 70 70
export DIE_AREA = 0 0 80 80
--- constraint.sdc ---
current_design cafea

set clk_period 1.4
set clk_io_pct 0.2

create_clock -name clk0 -period $clk_period [get_ports {clk}]

set non_clock_inputs [all_inputs -no_clocks]
set_input_delay [expr $clk_period * $clk_io_pct] -clock clk0 $non_clock_inputs
set_output_delay [expr $clk_period * $clk_io_pct] -clock clk0 [all_outputs]
==> notes.md <==
Latest figures from synthesis and place and route.

Static timing analysis puts the maximum clock frequency at 0.755 GHz. The depth of the most critical reg-to-reg path is 4. Yosys reports that the most numerous cell types are 3 x sky130_fd_sc_hd__buf_4, 3 x sky130_fd_sc_hd__dfrtp_1, 2 x sky130_fd_sc_hd__nand2_1. The register with the most flip-flops in the layout has 3 of them. Across every metal layer, demand over resource in global routing totals 0.0169.

The final cycle utilization of the critical path is 0.946. The delay of the slowest cell on the worst path is 470 ps. The number of antenna violations at the first check in global routing is 0. On the worst setup and hold paths after CTS, the clock-pin slew comes to 40 ps. In this run the static leakage power is 0.139 nW.

The repair_antennas step left the layout with diodes totalling 0. The worst clock skew is 1.42 ps. The flow ran to the end, and the final reports show no timing, DRC or antenna violations.

The number of clock sinks seen by CTS is 3. The worst hold margin is 235 ps. The I/O pin total is 12. The clock share of power is 0.275. The number of max-cap violations is 0. The routed wire length is 526 um. STA puts the critical path data required time at 1120 ps. The horizontal die dimension reported for this design is 80 um. For reference, the final report shows the hold violation count at 0.

The height of the die is 80 um. The summed instance area of the synthesized netlist is 184 um^2. Before antenna repair, the detailed router went through 2 iterations. The category of the worst setup path launch point is a register. The largest net degree at the start of global routing is 6. Walking the worst path, the cells encountered are clkdlybuf4s50_1. In the final report, the number of pins over their slew limit comes to 0. The switching share of power is 0.291. The power density over the cells is 1580 nW/um^2. The count of antenna-violating nets left after detailed routing is 0. The count of endpoints failing setup in the final report is 0. The number of enable flip-flop cells is 0. The later pin in the worst-skew pair is clocked with a latency of 230 ps. The internal portion of the total power is 388 uW. As logged by OpenROAD, the buffers inserted on ports number 8.

The number of DRC violations after detailed routing is 0. The synthesized instance count is 20. The buffer cell driving the clock tree root is sky130_fd_sc_hd__clkbuf_4.

The post-synthesis sequential element count is 3. Counting along the longest clock path gives a buffer depth of 2. The script extracted a net switching power of 159 uW.

Setup repair after global routing left no endpoint under its margin. After synthesis, the cell types taking the most area are sky130_fd_sc_hd__dfrtp_1 41%, sky130_fd_sc_hd__buf_4 12%, sky130_fd_sc_hd__a21o_2 4.8%, sky130_fd_sc_hd__o21ai_2 4.8%, sky130_fd_sc_hd__xnor2_1 4.8%. The largest voltage drop on the vdd net is 0.337 mV.

The post-synthesis sequential area ratio is 0.408. The number of library cell types mapped by synthesis is 15. The CTS tree is done. The worst register-to-register path begins at state_reg[0]. The core region is 3420 um^2.

The path class of the tightest hold or removal check is in -> async. The clock period minus worst slack is 1320 ps. The final HPWL from detailed placement is 399 um. The share of total power dissipated in sequential elements is 0.291. The total number of vias is 160.

In this run the full chip footprint comes out at 6400 um^2. The first global-routing pass estimated 841 um of wire. STA reports a reg2reg setup slack of 230 ps. For the final routed database, the setup TNS stands at 0 ps.

Per the detail_route report, routed wire per instance is 6.66 um. After synthesis, the share of flip-flops with an asynchronous set or reset is 1.00. The worst setup path category is reg -> out. The OpenROAD report gives the critical path a data arrival time of 1040 ps. The post-CTS hold buffer count recorded in the log is 0. The area growth from synthesis to layout is 88.4%. The critical path's slowest cell is sky130_fd_sc_hd__clkdlybuf4s50_1. The aggregate global routing overflow is 0. The fraction of post-synthesis cell area in the top cell type by area is 0.408.

The library cell occupying the most area in the post-synthesis netlist is sky130_fd_sc_hd__dfrtp_1. The capture point of the worst register-to-register path is recorded as state_reg[1]. CTS added clock buffers totalling 3. The synthesized netlist was found by Yosys to have 20 cells.

The share of the core area taken by cells at floorplan is 0.0538. The portion of total power attributed to combinational logic is 0.434. The gate family responsible for the most delay along the worst path is buffers and inverters. For this run, the detailed router reports a per-instance via density of 2.03. Per the synth stats, the flop cell with the highest instance count is sky130_fd_sc_hd__dfrtp_1. The endpoint type of the worst setup path is an output pin. Counting both buffers and inverters, the worst setup path holds a total of 1. The number of global-route vias before repair is 204. The area of the synthesized netlist per yosys stat is 184 um^2.

Row generation in the floorplan step produced 21 rows. Looking at the clock tree report, the H-tree level count equals 1. The last weighted congestion value of the routability-driven placer is 0.746. The tool warning count is 25. Each instance of the synthesized netlist takes up on average 9.20 um^2. For this run, the number of Yosys warnings is 3.

The critical path maximum fanout is 2. Per the log, the first TritonRoute iteration ended with a DRC count of 4. The proportion of layout cells with a drive suffix above 1 is 0.212.
## stage by stage
step	worst slack, ps	cell area [um^2]	total power, mW	util	std cells
finish	75.2	347	0.547	0.101	79
global route	33.7	347	0.592	0.101	79
CTS	63.9	347	0.558	0.101	79
detailed placement	73.7	307	0.372	0.0897	73
global placement	93.1	307	0.366	0.0897	73
floorplan	439	191	0.264	-	22
## layout make-up
cell class                 count  area [um^2]
timing repair buffer          10         93.8
inverter                       1         3.75
fill                         400         3070
tap                           46         57.6
sequential                     3         75.1
multi-input combinational     15         90.1
clock buffer                   4         26.3
## routing by layer
| metal | vias to the layer above | share of wire | global-route usage |
|---|---|---|---|
| met1 | 65 | 0.47 | 0.0213 |
| met4 | 0 | 0 | 0.00704 |
| met3 | 0 | 0.23 | 0.0193 |
| met2 | 11 | 0.29 | 0.0161 |
| met5 | - | 0 | 0 |
| li1 | 84 | - | - |
## worst max-delay path by stage
stage / startpoint / to / slack (ps) / cells past startpoint
after CTS: state_reg[2] / current_state[2] / 60 / 1
final: state_reg[2] / current_state[2] / 80 / 1
after global routing: state_reg[2] / current_state[2] / 30 / 1
## logic make-up (layout without fill, tap and decap cells)
logic type	count (synthesis)	in the layout	synth area share
AND-OR/OR-AND	5	5	0.190
XOR/XNOR	2	2	0.0953
buffers and inverters	4	15	0.143
flip-flops	3	3	0.408
other	1	3	0.0204
AND/OR/NAND/NOR	5	5	0.143
## what timing repair did
item / in CTS / in global routing
gates resized: 1 / 0
endpoints found under the setup margin: 3 / 0
setup buffers: 2 / 0
## layout by cell type, fill, tap and decap left out, types with 2 or more instances in the layout
cell	instances
sky130_fd_sc_hd__buf_4	2
sky130_fd_sc_hd__nand2_1	2
sky130_fd_sc_hd__clkbuf_4	3
sky130_fd_sc_hd__dfrtp_1	3
sky130_fd_sc_hd__conb_1	3
sky130_fd_sc_hd__clkdlybuf4s50_1	7
## power by group through the flow
stage | Combinational [mW] | Sequential [mW] | Clock [mW]
6_report | 0.237 | 0.159 | 0.150
4_1_cts | 0.238 | 0.159 | 0.162
5_1_grt | 0.264 | 0.167 | 0.160
Power and IR drop assume default switching activity.
